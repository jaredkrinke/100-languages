==> design/flow/design.v <==
module project_euler_17(
  input clk,
  input reset,
  output reg [3:0] ones_digit,
  output reg [3:0] tens_digit,
  output reg [3:0] hundreds_digit,
  output reg [15:0] letter_count,
  output reg done
);
  always @(posedge clk or posedge reset)
  begin
    if (reset) begin
      ones_digit <= 0;
      tens_digit <= 0;
      hundreds_digit <= 0;
      letter_count <= 0;
      done <= 0;
    end
    else if (!done) begin
      integer next_ones_digit = 0;
      integer next_tens_digit = 0;
      integer next_hundreds_digit = 0;
      integer letters = 0;
      next_tens_digit[3:0] = tens_digit;
      next_hundreds_digit[3:0] = hundreds_digit;
      if (ones_digit == 9) begin
        next_ones_digit = 0;
        if (tens_digit == 9) begin
          next_tens_digit = 0;
          if (hundreds_digit == 9) begin
            next_hundreds_digit = 0;
            letters += 11;  
            done <= 1;
          end
          else
            next_hundreds_digit[3:0] = hundreds_digit + 1;
        end
        else
          next_tens_digit[3:0] = tens_digit + 1;
      end
      else
        next_ones_digit[3:0] = ones_digit + 1;
      if (next_tens_digit != 1) begin
        case (next_ones_digit)
          1: letters += 3;  
          2: letters += 3;  
          3: letters += 5;  
          4: letters += 4;  
          5: letters += 4;  
          6: letters += 3;  
          7: letters += 5;  
          8: letters += 5;  
          9: letters += 4;  
        endcase
        case (next_tens_digit)
          2: letters += 6;  
          3: letters += 6;  
          4: letters += 5;  
          5: letters += 5;  
          6: letters += 5;  
          7: letters += 7;  
          8: letters += 6;  
          9: letters += 6;  
        endcase
      end
      else begin
        case (next_ones_digit)
          0: letters += 3;  
          1: letters += 6;  
          2: letters += 6;  
          3: letters += 8;  
          4: letters += 8;  
          5: letters += 7;  
          6: letters += 7;  
          7: letters += 9;  
          8: letters += 8;  
          9: letters += 8;  
        endcase
      end
      case (next_hundreds_digit)
        1: letters += 10;  
        2: letters += 10;  
        3: letters += 12;  
        4: letters += 11;  
        5: letters += 11;  
        6: letters += 10;  
        7: letters += 12;  
        8: letters += 12;  
        9: letters += 11;  
      endcase
      if (next_hundreds_digit > 0 && ((next_ones_digit > 0) || (next_tens_digit > 0)))
        letters += 3;  
      ones_digit <= next_ones_digit[3:0];
      tens_digit <= next_tens_digit[3:0];
      hundreds_digit <= next_hundreds_digit[3:0];
      letter_count <= letter_count + letters[15:0];
    end
  end
endmodule
==> design/flow/run.sh <==
#!/bin/bash
# OpenROAD 26Q1-2900-gdf79404cd8, Yosys 0.63+post, stock flow scripts
make -C /OpenROAD-flow-scripts/flow DESIGN_CONFIG=/design/flow/config.mk WORK_HOME=/design/flow/orfs finish
==> design/flow/config.mk <==
export PLATFORM = sky130hd
export DESIGN_NAME = project_euler_17
export DESIGN_NICKNAME = project_euler_17
export VERILOG_FILES = /design/flow/design.v
export SDC_FILE = /design/flow/constraint.sdc
export NUM_CORES = 4
export LEC_CHECK = 1
export CORE_UTILIZATION = 30
export SYNTH_HDL_FRONTEND = slang
==> design/flow/constraint.sdc <==
current_design project_euler_17

set clk_period 14.8
set clk_io_pct 0.2

create_clock -name clk0 -period $clk_period [get_ports {clk}]

set non_clock_inputs [all_inputs -no_clocks]
set_input_delay [expr $clk_period * $clk_io_pct] -clock clk0 $non_clock_inputs
set_output_delay [expr $clk_period * $clk_io_pct] -clock clk0 [all_outputs]
==> flow_metrics.tcl <==
# yosys + openroad results
set metrics [dict create \
    status "complete, no violations" \
    flop_cell "edfxtp_1" \
    viasPerCell 5.69 \
    gr-total-overflow 0 \
    power.share.combinational_pct 31.2 \
    cts_inserted_buffers 17 \
    die_y_um 198 \
    r2r-end "letter_count[15]" \
    drt-wirelength-per-cell_um 20.0 \
    fp_util_pct 30.5 \
    cp_slowest_cell "and4b_1" \
    wl_met1_um 16800 \
    drv_slew 0 \
    grt_pass1_wl_um 57600 \
    comb_area_um2 7320 \
    synth_area_per_cell_um2 8.95 \
    critPathCapture "letter_count[15]" \
    rsz0062_at_grt "no" \
    crit_cells 37 \
    row_count 71 \
    fin_crit_ns 9.40 \
    n_antenna_cell 0 \
    startpoint "ones_digit[1]" \
    firstDrtPassIters 8 \
    dp_cells 1790 \
    yosys.stat.seqShare_pct 32.5 \
    grt.total_usage_pct 19.6 \
    maxCapViolations 0 \
    crit_required_ns 15.09 \
    die_w_um 198 \
    gp_congestion 0.974 \
    synthArstFlopShare_pct 22.5 \
    ys_chip_area_um2 11500 \
    critPathCaptureType "flop" \
    seqCellArea_um2 3730 \
    clk_pin_slew_ns 0.06 \
    routed_wl_um 36400 \
    drtAntennaViolNets 0 \
    core_um2 37700 \
    cts_sinks 129 \
    hold_class "reg -> reg" \
    slew_headroom_pct 41.6 \
    start_kind "flop" \
    tns_ns 0 \
    ir_worst_vdd_mv 0.122 \
    setup_viol 0 \
    clock_latency_ns 0.43 \
    p_seq_share_pct 36.4 \
    finalClockPeriodUsage_pct 63.5 \
    instances_no_fill 1822 \
    p_leak_uw 0.00452 \
    crit_fanout 16 \
    swShare_pct 33.1 \
    syn_inst 1284 \
    fillCellCount 3841 \
    pwr-share-clk_pct 32.5 \
    synth.distinct_cells 119 \
    die_area_um2 39100 \
    h-tree-depth 4 \
    drive_gt1_share_pct 9.76 \
    ctsResizeCount 0 \
    r2r_slack_ns 5.40 \
    critPathBufInv 4 \
    vias 10363 \
    post_cts_buffers 0 \
    cts_tree "yes" \
    cts-hold-fix-buffers 0 \
    antenna_found_initial 0 \
    routed.top_layer "met4" \
    slowest_delay_ns 0.63 \
    hold_viol 0 \
    ys_warn_count 0 \
    critical_path.top_delay_family "AND-OR/OR-AND gates" \
    clk_path_buf_depth 2 \
    critPathKind "reg -> reg" \
    arrival_ns 9.70 \
    p_sw_uw 434 \
    reg2regPathDepth 37 \
    wl_met2_um 16200 \
    hold_path_startpoint "letter_count[15]" \
    drtIter0Drc 852 \
    fmax_mhz 106 \
    holdPathStages 1 \
    drc 0 \
    hpwlAfterDp_um 27900 \
    synth_area_um2 11500 \
    p_per_area_nw_per_um2 101 \
    area_delta_synth_final_pct 12.7 \
    num_io_pins 31 \
    synth-edff-count 100 \
    r2r-start "ones_digit[1]" \
    warning_count 35 \
    wl_met3_um 2280 \
    worst_pin_slew_ns 0.872 \
    io_buffers 30 \
    numSynthFlops 129 \
    clockRootBuffer "clkbuf_16" \
    first_global_vias 9910 \
    p_int_uw 876 \
    yosys_cells 1284 \
    fin_worst_skew_ns 0.0166 \
    grt_max_degree 58 \
]
## per-stage QoR
step / cell area [um2] / setup slack (ns) / hold slack, ns / utilization (%) / total power, uW
floorplan: 11500 / 6.96 / 0.420 / - / 755
global placement: 12400 / 5.74 / 0.489 / 32.8 / 885
detailed placement: 12400 / 5.57 / 0.504 / 32.8 / 884
CTS: 13000 / 5.51 / 0.512 / 34.4 / 1320
global route: 13000 / 4.59 / 0.528 / 34.4 / 1400
finish: 13000 / 5.40 / 0.497 / 34.4 / 1310
## how the worst min path moves through the flow
stage                         endpoint
after CTS             letter_count[15]
after global routing  letter_count[15]
final                 letter_count[15]
## placed cells by master (no fill, tap or decap), types with 13 or more instances in the layout
cell and n:
and2_1 113, edfxtp_1 100, nand2_1 99, o21ai_0 75, a21oi_1 69, nor2_1 68, inv_1 47, ha_1 40
xnor2_1 39, nand3_1 37, nor4_1 32, clkdlybuf4s50_1 30, dfrtp_1 29, nor3_1 28, buf_4 24, nand4_1 23
a31oi_1 21, xor2_1 21, o211ai_1 18, o31ai_1 18, clkbuf_16 17, a21o_1 16, or3_1 16, nand2b_1 13
## layer usage
| layer | track usage, % | vias to the layer above |
|---|---|---|
| met5 | 0 | - |
| met3 | 3.63 | 77 |
| met1 | 29.2 | 4919 |
| li1 | - | 5011 |
| met2 | 29.7 | 356 |
| met4 | 5.86 | 0 |
## area by class of cell
class | instances | share of cell area (%)
Multi-Input combinational cell | 1047 | 56.5
Sequential cell | 129 | 28.8
Tap cell | 511 | 4.94
Timing Repair Buffer | 54 | 3.71
Clock buffer | 18 | 3.31
Inverter | 49 | 1.43
Clock inverter | 14 | 1.29
## Yosys cell counts (10+ instances only)
cell | number | share of area [%]
xor2_1 | 21 | 1.6
and4_1 | 11 | 0.84
nor2_1 | 69 | 2.3
a21oi_1 | 69 | 3.0
or3_1 | 16 | 0.87
and2_1 | 113 | 6.2
nand4_1 | 23 | 1.3
dfrtp_1 | 29 | 6.3
nand2b_1 | 13 | 0.71
edfxtp_1 | 100 | 26
inv_1 | 47 | 1.5
ha_1 | 40 | 4.4
a211o_1 | 11 | 0.84
o21a_1 | 11 | 0.72
xnor2_1 | 39 | 3.0
a21o_1 | 16 | 1.0
o31ai_1 | 18 | 1.2
clkbuf_1 | 42 | 1.4
a31oi_1 | 21 | 1.1
nor4_1 | 32 | 1.7
o211ai_1 | 18 | 1.2
nor2b_1 | 11 | 0.60
buf_2 | 10 | 0.44
nor3_1 | 29 | 1.3
o22ai_1 | 12 | 0.65
o21ai_0 | 75 | 3.3
nand2_1 | 99 | 3.2
nand3_1 | 37 | 1.6
## logic make-up after synthesis
group                      share of synthesized area, %
AOI/OAI and AO/OA                                  26.0
xor gates and xnor gates                           5.00
adders and majority gates                          4.88
buffers and inverters                              3.94
DFF                                                32.5
muxes                                              1.01
and+or+nand+nor                                    26.7
## worst reg2reg max path, delay by kind of cell (launching register included)
family                     cells  cell delay (ns)
AOI/OAI and AO/OA             19             4.14
adders and majority gates      5             1.56
and+or+nand+nor                4             1.51
muxes                          3             0.84
DFF                            1             0.50
xor gates and xnor gates       2             0.38
buffers and inverters          4             0.35
## power groups by stage
stage	Sequential, uW	Combinational, uW	Clock [uW]
6_report	476	408	425
4_1_cts	476	407	436
5_1_grt	483	460	453
Power is estimated from default activity; no workload was simulated.
